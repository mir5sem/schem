==> design/flow/design.v <==
`timescale 1ns / 1ps
module trig_table #(
    VALUE_WIDTH = 32,
    ANGLE_WIDTH = 10,
    COUNT = 2**ANGLE_WIDTH
)
(
    input [ANGLE_WIDTH-1:0] angle_in,
    output signed [VALUE_WIDTH-1:0] sin_out,
    output signed [VALUE_WIDTH-1:0] cos_out
);
wire [VALUE_WIDTH-1:0] sin_table [0:COUNT-1];
assign sin_table[0] = 16'b0000000000000000;
assign sin_table[1] = 16'b0000011001000111;
assign sin_table[2] = 16'b0000110010001011;
assign sin_table[3] = 16'b0001001011001000;
assign sin_table[4] = 16'b0001100011111000;
assign sin_table[5] = 16'b0001111100011001;
assign sin_table[6] = 16'b0010010100101000;
assign sin_table[7] = 16'b0010101100011111;
assign sin_table[8] = 16'b0011000011111011;
assign sin_table[9] = 16'b0011011010111010;
assign sin_table[10] = 16'b0011110001010110;
assign sin_table[11] = 16'b0100000111001110;
assign sin_table[12] = 16'b0100011100011100;
assign sin_table[13] = 16'b0100110000111111;
assign sin_table[14] = 16'b0101000100110011;
assign sin_table[15] = 16'b0101010111110101;
assign sin_table[16] = 16'b0101101010000010;
assign sin_table[17] = 16'b0101111011010111;
assign sin_table[18] = 16'b0110001011110010;
assign sin_table[19] = 16'b0110011011001111;
assign sin_table[20] = 16'b0110101001101101;
assign sin_table[21] = 16'b0110110111001010;
assign sin_table[22] = 16'b0111000011100010;
assign sin_table[23] = 16'b0111001110110101;
assign sin_table[24] = 16'b0111011001000001;
assign sin_table[25] = 16'b0111100010000100;
assign sin_table[26] = 16'b0111101001111101;
assign sin_table[27] = 16'b0111110000101001;
assign sin_table[28] = 16'b0111110110001010;
assign sin_table[29] = 16'b0111111010011101;
assign sin_table[30] = 16'b0111111101100010;
assign sin_table[31] = 16'b0111111111011000;
assign sin_table[32] = 16'b1000000000000000;
assign sin_table[33] = 16'b0111111111011000;
assign sin_table[34] = 16'b0111111101100010;
assign sin_table[35] = 16'b0111111010011101;
assign sin_table[36] = 16'b0111110110001010;
assign sin_table[37] = 16'b0111110000101001;
assign sin_table[38] = 16'b0111101001111101;
assign sin_table[39] = 16'b0111100010000100;
assign sin_table[40] = 16'b0111011001000001;
assign sin_table[41] = 16'b0111001110110101;
assign sin_table[42] = 16'b0111000011100010;
assign sin_table[43] = 16'b0110110111001010;
assign sin_table[44] = 16'b0110101001101101;
assign sin_table[45] = 16'b0110011011001111;
assign sin_table[46] = 16'b0110001011110010;
assign sin_table[47] = 16'b0101111011010111;
assign sin_table[48] = 16'b0101101010000010;
assign sin_table[49] = 16'b0101010111110101;
assign sin_table[50] = 16'b0101000100110011;
assign sin_table[51] = 16'b0100110000111111;
assign sin_table[52] = 16'b0100011100011100;
assign sin_table[53] = 16'b0100000111001110;
assign sin_table[54] = 16'b0011110001010110;
assign sin_table[55] = 16'b0011011010111010;
assign sin_table[56] = 16'b0011000011111011;
assign sin_table[57] = 16'b0010101100011111;
assign sin_table[58] = 16'b0010010100101000;
assign sin_table[59] = 16'b0001111100011001;
assign sin_table[60] = 16'b0001100011111000;
assign sin_table[61] = 16'b0001001011001000;
assign sin_table[62] = 16'b0000110010001011;
assign sin_table[63] = 16'b0000011001000111;
assign sin_table[64] = 16'b0000000000000000;
assign sin_table[65] = 16'b0000011001000111;
assign sin_table[66] = 16'b0000110010001011;
assign sin_table[67] = 16'b0001001011001000;
assign sin_table[68] = 16'b0001100011111000;
assign sin_table[69] = 16'b0001111100011001;
assign sin_table[70] = 16'b0010010100101000;
assign sin_table[71] = 16'b0010101100011111;
assign sin_table[72] = 16'b0011000011111011;
assign sin_table[73] = 16'b0011011010111010;
assign sin_table[74] = 16'b0011110001010110;
assign sin_table[75] = 16'b0100000111001110;
assign sin_table[76] = 16'b0100011100011100;
assign sin_table[77] = 16'b0100110000111111;
assign sin_table[78] = 16'b0101000100110011;
assign sin_table[79] = 16'b0101010111110101;
assign sin_table[80] = 16'b0101101010000010;
assign sin_table[81] = 16'b0101111011010111;
assign sin_table[82] = 16'b0110001011110010;
assign sin_table[83] = 16'b0110011011001111;
assign sin_table[84] = 16'b0110101001101101;
assign sin_table[85] = 16'b0110110111001010;
assign sin_table[86] = 16'b0111000011100010;
assign sin_table[87] = 16'b0111001110110101;
assign sin_table[88] = 16'b0111011001000001;
assign sin_table[89] = 16'b0111100010000100;
assign sin_table[90] = 16'b0111101001111101;
assign sin_table[91] = 16'b0111110000101001;
assign sin_table[92] = 16'b0111110110001010;
assign sin_table[93] = 16'b0111111010011101;
assign sin_table[94] = 16'b0111111101100010;
assign sin_table[95] = 16'b0111111111011000;
assign sin_table[96] = 16'b1000000000000000;
assign sin_table[97] = 16'b0111111111011000;
assign sin_table[98] = 16'b0111111101100010;
assign sin_table[99] = 16'b0111111010011101;
assign sin_table[100] = 16'b0111110110001010;
assign sin_table[101] = 16'b0111110000101001;
assign sin_table[102] = 16'b0111101001111101;
assign sin_table[103] = 16'b0111100010000100;
assign sin_table[104] = 16'b0111011001000001;
assign sin_table[105] = 16'b0111001110110101;
assign sin_table[106] = 16'b0111000011100010;
assign sin_table[107] = 16'b0110110111001010;
assign sin_table[108] = 16'b0110101001101101;
assign sin_table[109] = 16'b0110011011001111;
assign sin_table[110] = 16'b0110001011110010;
assign sin_table[111] = 16'b0101111011010111;
assign sin_table[112] = 16'b0101101010000010;
assign sin_table[113] = 16'b0101010111110101;
assign sin_table[114] = 16'b0101000100110011;
assign sin_table[115] = 16'b0100110000111111;
assign sin_table[116] = 16'b0100011100011100;
assign sin_table[117] = 16'b0100000111001110;
assign sin_table[118] = 16'b0011110001010110;
assign sin_table[119] = 16'b0011011010111010;
assign sin_table[120] = 16'b0011000011111011;
assign sin_table[121] = 16'b0010101100011111;
assign sin_table[122] = 16'b0010010100101000;
assign sin_table[123] = 16'b0001111100011001;
assign sin_table[124] = 16'b0001100011111000;
assign sin_table[125] = 16'b0001001011001000;
assign sin_table[126] = 16'b0000110010001011;
assign sin_table[127] = 16'b0000011001000111;
wire [VALUE_WIDTH-1:0] cos_table [0:COUNT-1];
assign cos_table[00] = 16'b1000000000000000;
assign cos_table[01] = 16'b0111111111011000;
assign cos_table[02] = 16'b0111111101100010;
assign cos_table[03] = 16'b0111111010011101;
assign cos_table[04] = 16'b0111110110001010;
assign cos_table[05] = 16'b0111110000101001;
assign cos_table[06] = 16'b0111101001111101;
assign cos_table[07] = 16'b0111100010000100;
assign cos_table[08] = 16'b0111011001000001;
assign cos_table[09] = 16'b0111001110110101;
assign cos_table[10] = 16'b0111000011100010;
assign cos_table[11] = 16'b0110110111001010;
assign cos_table[12] = 16'b0110101001101101;
assign cos_table[13] = 16'b0110011011001111;
assign cos_table[14] = 16'b0110001011110010;
assign cos_table[15] = 16'b0101111011010111;
assign cos_table[16] = 16'b0101101010000010;
assign cos_table[17] = 16'b0101010111110101;
assign cos_table[18] = 16'b0101000100110011;
assign cos_table[19] = 16'b0100110000111111;
assign cos_table[20] = 16'b0100011100011100;
assign cos_table[21] = 16'b0100000111001110;
assign cos_table[22] = 16'b0011110001010110;
assign cos_table[23] = 16'b0011011010111010;
assign cos_table[24] = 16'b0011000011111011;
assign cos_table[25] = 16'b0010101100011111;
assign cos_table[26] = 16'b0010010100101000;
assign cos_table[27] = 16'b0001111100011001;
assign cos_table[28] = 16'b0001100011111000;
assign cos_table[29] = 16'b0001001011001000;
assign cos_table[30] = 16'b0000110010001011;
assign cos_table[31] = 16'b0000011001000111;
assign cos_table[32] = 16'b0000000000000000;
assign cos_table[33] = 16'b0000011001000111;
assign cos_table[34] = 16'b0000110010001011;
assign cos_table[35] = 16'b0001001011001000;
assign cos_table[36] = 16'b0001100011111000;
assign cos_table[37] = 16'b0001111100011001;
assign cos_table[38] = 16'b0010010100101000;
assign cos_table[39] = 16'b0010101100011111;
assign cos_table[40] = 16'b0011000011111011;
assign cos_table[41] = 16'b0011011010111010;
assign cos_table[42] = 16'b0011110001010110;
assign cos_table[43] = 16'b0100000111001110;
assign cos_table[44] = 16'b0100011100011100;
assign cos_table[45] = 16'b0100110000111111;
assign cos_table[46] = 16'b0101000100110011;
assign cos_table[47] = 16'b0101010111110101;
assign cos_table[48] = 16'b0101101010000010;
assign cos_table[49] = 16'b0101111011010111;
assign cos_table[50] = 16'b0110001011110010;
assign cos_table[51] = 16'b0110011011001111;
assign cos_table[52] = 16'b0110101001101101;
assign cos_table[53] = 16'b0110110111001010;
assign cos_table[54] = 16'b0111000011100010;
assign cos_table[55] = 16'b0111001110110101;
assign cos_table[56] = 16'b0111011001000001;
assign cos_table[57] = 16'b0111100010000100;
assign cos_table[58] = 16'b0111101001111101;
assign cos_table[59] = 16'b0111110000101001;
assign cos_table[60] = 16'b0111110110001010;
assign cos_table[61] = 16'b0111111010011101;
assign cos_table[62] = 16'b0111111101100010;
assign cos_table[63] = 16'b0111111111011000;
assign cos_table[64] = 16'b1000000000000000;
assign cos_table[65] = 16'b0111111111011000;
assign cos_table[66] = 16'b0111111101100010;
assign cos_table[67] = 16'b0111111010011101;
assign cos_table[68] = 16'b0111110110001010;
assign cos_table[69] = 16'b0111110000101001;
assign cos_table[70] = 16'b0111101001111101;
assign cos_table[71] = 16'b0111100010000100;
assign cos_table[72] = 16'b0111011001000001;
assign cos_table[73] = 16'b0111001110110101;
assign cos_table[74] = 16'b0111000011100010;
assign cos_table[75] = 16'b0110110111001010;
assign cos_table[76] = 16'b0110101001101101;
assign cos_table[77] = 16'b0110011011001111;
assign cos_table[78] = 16'b0110001011110010;
assign cos_table[79] = 16'b0101111011010111;
assign cos_table[80] = 16'b0101101010000010;
assign cos_table[81] = 16'b0101010111110101;
assign cos_table[82] = 16'b0101000100110011;
assign cos_table[83] = 16'b0100110000111111;
assign cos_table[84] = 16'b0100011100011100;
assign cos_table[85] = 16'b0100000111001110;
assign cos_table[86] = 16'b0011110001010110;
assign cos_table[87] = 16'b0011011010111010;
assign cos_table[88] = 16'b0011000011111011;
assign cos_table[89] = 16'b0010101100011111;
assign cos_table[90] = 16'b0010010100101000;
assign cos_table[91] = 16'b0001111100011001;
assign cos_table[92] = 16'b0001100011111000;
assign cos_table[93] = 16'b0001001011001000;
assign cos_table[94] = 16'b0000110010001011;
assign cos_table[95] = 16'b0000011001000111;
assign cos_table[96] = 16'b0000000000000000;
assign cos_table[97] = 16'b0000011001000111;
assign cos_table[98] = 16'b0000110010001011;
assign cos_table[99] = 16'b0001001011001000;
assign cos_table[100] = 16'b0001100011111000;
assign cos_table[101] = 16'b0001111100011001;
assign cos_table[102] = 16'b0010010100101000;
assign cos_table[103] = 16'b0010101100011111;
assign cos_table[104] = 16'b0011000011111011;
assign cos_table[105] = 16'b0011011010111010;
assign cos_table[106] = 16'b0011110001010110;
assign cos_table[107] = 16'b0100000111001110;
assign cos_table[108] = 16'b0100011100011100;
assign cos_table[109] = 16'b0100110000111111;
assign cos_table[110] = 16'b0101000100110011;
assign cos_table[111] = 16'b0101010111110101;
assign cos_table[112] = 16'b0101101010000010;
assign cos_table[113] = 16'b0101111011010111;
assign cos_table[114] = 16'b0110001011110010;
assign cos_table[115] = 16'b0110011011001111;
assign cos_table[116] = 16'b0110101001101101;
assign cos_table[117] = 16'b0110110111001010;
assign cos_table[118] = 16'b0111000011100010;
assign cos_table[119] = 16'b0111001110110101;
assign cos_table[120] = 16'b0111011001000001;
assign cos_table[121] = 16'b0111100010000100;
assign cos_table[122] = 16'b0111101001111101;
assign cos_table[123] = 16'b0111110000101001;
assign cos_table[124] = 16'b0111110110001010;
assign cos_table[125] = 16'b0111111010011101;
assign cos_table[126] = 16'b0111111101100010;
assign cos_table[127] = 16'b0111111111011000;
wire sin_cond = angle_in >= 0 && angle_in < COUNT/2;
wire cos_cond = (angle_in >= 0 && angle_in < COUNT/4) || (angle_in >= 3*COUNT/4 && angle_in < COUNT);
assign sin_out = sin_cond ? sin_table[angle_in] : -sin_table[angle_in];
assign cos_out = cos_cond ? cos_table[angle_in] : -cos_table[angle_in];
endmodule
==> design/flow/run.sh <==
#!/bin/bash
# OpenROAD 26Q1-2900-gdf79404cd8, Yosys 0.63+post, stock flow scripts
make -C /OpenROAD-flow-scripts/flow DESIGN_CONFIG=/design/flow/config.mk WORK_HOME=/design/flow/orfs finish
==> design/flow/config.mk <==
export PLATFORM = sky130hd
export DESIGN_NAME = trig_table
export DESIGN_NICKNAME = trig_table
export VERILOG_FILES = /design/flow/design.v
export SDC_FILE = /design/flow/constraint.sdc
export NUM_CORES = 4
export LEC_CHECK = 1
export CORE_UTILIZATION = 30
==> design/flow/constraint.sdc <==
current_design trig_table

set clk_period 5.0
set clk_io_pct 0.2

create_clock -name clk0 -period $clk_period

set non_clock_inputs [all_inputs -no_clocks]
set_input_delay [expr $clk_period * $clk_io_pct] -clock clk0 $non_clock_inputs
set_output_delay [expr $clk_period * $clk_io_pct] -clock clk0 [all_outputs]
==> flow_summary_export.csv <==
group,metric,value,unit
run_status,outcome,"completed",
cells_and_area,final_layout_size_suffix_gt1_share,57.6,%
setup_path,worstPathMaxFanout,8,
logic_synthesis,ys_warn_count,57345,
cells_and_area,seq_cells,0,
power,vdd_drop_max,0.0000376,V
cells_and_area,clkbuf_count,0,
cells_and_area,final-seq-area,0,µm²
detailed_routing,drtPass1Iterations,7,
setup_path,required,4.00,ns
place,io_buffers,73,
place,place_ws,-0.811,ns
floorplan,die_w,99.8,µm
power,p_total,0.512,mW
logic_synthesis,top_logic_kind,"simple AND/OR/NAND/NOR gates",
detailed_routing,drt_iter0_markers,177,
logic_synthesis,aoi_share,27.6,%
logic_synthesis,syn_avg_cell_area,7.08,µm²
clocking,cts_hold_buf,0,
sta,fmax,0.201,GHz
sta,relSlewSlack,59.9,%
detailed_routing,diodes,0,
logic_synthesis,synthMuxAreaShare,0.698,%
setup_path,crit_family,"simple AND/OR/NAND/NOR gates",
global_route,gr-total-overflow,0,
cells_and_area,comb_area,3190,µm²
power,leakagePower,3.03,nW
setup_path,crit_path_top_delay_cell,"clkdlybuf4s50_1",
logic_synthesis,postSynthCellCount,405,
cells_and_area,area_delta_synth_final,113,%
place,dp_hpwl,11500,µm
detailed_routing,drcViolationCount,0,
sta,tns,0,ns
setup_path,worstSetupEndpointType,"output port",
floorplan,std_cell_rows,35,
min_path,hp-class,"primary input to output port",
flow_run,warning_count,35,
cells_and_area,n_fill_cell,721,
logic_synthesis,ys_sh_xor,8.25,%
setup_path,worstSetupStartpointType,"primary input",
setup_path,arrival,3.97,ns
sta,worst_pin_slew,0.597,ns
global_route,grt_max_degree,32,
floorplan,pin_count,74,
detailed_routing,via_per_inst,5.37,
detailed_routing,num_vias,4384,
detailed_routing,routed_wl,15200,µm
sta,setup_ws,0.0263,ns
floorplan,core,9240,µm²
sta,setup-violations-final,0,
logic_synthesis,synth_simple_gate_area_share,50.5,%
logic_synthesis,ys_seq_share,0,%
logic_synthesis,mappedNetlistArea,2870,µm²
setup_path,crit_buf_inv,6,
power,power_density,84.0,nW/µm²
sta,rsz0062_at_grt,"yes",
setup_path,critical_path.max_stage_delay,0.49,ns
sta,fin_crit_sh,99.5,%
setup_path,crit_type,"primary input to output port",
logic_synthesis,synth_adder_area_share,1.75,%
global_route,grt_pass1_wl,23400,µm
logic_synthesis,yosys_area,2870,µm²
setup_path,crit_chain,"buf_2 -> inv_4 -> ha_4 -> buf_12 -> or2b_4 -> nor2_2 -> a32oi_2 -> nand2_2 -> nor4_4 -> ha_2 -> inv_2 -> nor3_4 -> nand4_4 -> buf_4 -> nand2_1 -> xor2_1 -> clkdlybuf4s50_1",
global_route,track_usage,30.5,%
logic_synthesis,yosys-stat-cells,405,
detailed_routing,ant_nets,0,
detailed_routing,post_drt_wl_per_cell,18.6,µm
logic_synthesis,ys_types,79,
place,gp_congestion,1.02,
floorplan,die_area,9950,µm²
sta,finalMaxSlewViolations,0,
sta,hold_violations,0,
global_route,antenna_found_initial,0,
cells_and_area,final_cell_count_no_fill,817,
floorplan,die_h,99.8,µm
sta,fin_crit,4.97,ns
flow_run,maxCapViolations,0,
global_route,first_global_vias,4207,
floorplan,initCoreUtil,31.0,%
place,place_inst,764,
cell type report:
cell class	count	area share (%)
Timing Repair Buffer	319	44.3
Multi-Input combinational cell	360	52.4
Inverter	9	0.637
Tap cell	129	2.65
metrics by stage:
stage,hold WS (ns),area [µm²],utilization [%]
3_3_place_gp,3.11,4950,53.6
2_1_floorplan,2.03,2870,-
3_5_place_dp,3.11,4950,53.6
4_1_cts,2.64,5800,62.8
5_1_grt,2.62,6090,65.9
6_report,2.57,6090,65.9
synthesized netlist by cell type (4+ instances only):
library cell   n  area [µm²]
nand3_1       24         120
nor3_2         6        60.1
nor3_1        12        60.1
and2_1        10        62.6
a21boi_0       9        67.6
o21ai_0        6        30.0
nor2b_1        4        25.0
nor2_1        12        45.0
xor2_1         9        78.8
a31oi_1        9        56.3
buf_4         10        75.1
ha_1           4        50.1
xnor2_1       18         158
clkbuf_1       9        33.8
buf_2          4        20.0
or4bb_1        6        67.6
inv_1          9        33.8
o22ai_1       20         125
o21ai_1        5        25.0
nor4_1         7        43.8
a21oi_1       19        95.1
buf_6         14         158
nand2_1       63         236
nand4_1       21         131
nand2b_1       6        37.5
placed cells by master (no fill, tap or decap), drive strengths merged, types with 7 or more instances in the layout:
cell and instances:
or4bb 7, a21oi 22, clkbuf 7, nand2 63, a21boi 10, xor2 9, a31oi 11, nor4 11
nor3 18, nor2 13, and2 10, o22ai 23, xnor2 18, clkdlybuf4s50 41, nand3 25, o21ai 16
inv 9, buf 250, nand4 25, dlymetal6s2s 15
worst paths after layout:
kind,to,slack (ns),cells past startpoint,from
worst min-delay path,sin_out[15],2.57,5,angle_in[9]
worst max-delay path,cos_out[6],0.03,17,angle_in[9]
routing by layer:
metal	routed length (µm)	part of all wire, %	track usage, %
met1	6750	44	40.2
met2	7250	48	52.1
met3	550	3.6	2.57
met4	640	4.2	10.6
met5	0	0	0
where the power goes:
part | switching [mW] | internal, mW
sequential | 0 | 0
combinational | 0.205 | 0.307
clock | 0 | 0
cells by family (layout without fill, tap and decap cells):
| group | after synthesis | after routing |
|---|---|---|
| simple gates | 224 | 225 |
| xor+xnor | 27 | 27 |
| fa+ha+maj | 4 | 4 |
| buf+inv | 46 | 328 |
| mux | 2 | 2 |
| compound gates | 102 | 102 |
repair_timing:
| item | in CTS | in global routing |
|---|---|---|
| pin swaps | 37 | 40 |
| setup endpoints to repair | 55 | 48 |
| setup buffers | 30 | 20 |
| resized | 156 | 71 |
| gates cloned | 4 | 0 |
Power is estimated from default activity; no workload was simulated.
