**design/flow/config.mk**
```make
export PLATFORM = sky130hd
export DESIGN_NAME = adder_tree
export DESIGN_NICKNAME = adder_tree
export VERILOG_FILES = /design/flow/design.v
export SDC_FILE = /design/flow/constraint.sdc
export NUM_CORES = 4
export LEC_CHECK = 1
export CORE_UTILIZATION = 30
```
**design/flow/constraint.sdc**
```tcl
current_design adder_tree

set clk_period 1.0
set clk_io_pct 0.2

create_clock -name clk0 -period $clk_period [get_ports {clk}]

set non_clock_inputs [all_inputs -no_clocks]
set_input_delay [expr $clk_period * $clk_io_pct] -clock clk0 $non_clock_inputs
set_output_delay [expr $clk_period * $clk_io_pct] -clock clk0 [all_outputs]
```
**design/flow/design.v**
```verilog
`timescale 1ns / 1ps
module adder_tree 
#(
    SIZE = 32
)
(
    input clk,
    input [SIZE-1:0] a,
    input [SIZE-1:0] b,
    output [SIZE:0] q 
);
genvar i, j;
generate
begin
    for (i = 0; i < SIZE; i = i + 1)
        begin: add
            reg [SIZE-1-i:0] s;
            reg [SIZE-1-i:0] c;
        end
    reg [SIZE-1-2:0] c_grand;
    for (i = 0; i < SIZE; i = i + 1)
    begin
        for (j = 0; j < SIZE-i; j = j + 1)
        begin
            if (i == 0)
                always@(posedge clk)
                    { add[i].c[j], add[i].s[j] } <= a[j] + b[j];
            else 
                always@(posedge clk)   
                    { add[i].c[j], add[i].s[j] } <= add[i-1].c[j] + add[i-1].s[j+1];
        end
     end
    for (i = 0; i < SIZE; i = i + 1)
    begin
      assign q[i] = add[i].s[0];  
    end 
    assign q[SIZE] = c_grand[SIZE-2-1];
    for (i = 0; i < SIZE-2; i = i + 1)
    begin
        if (i == 0)
            always@(posedge clk)
                c_grand[0] <= add[0].c[SIZE-1] + add[1].c[SIZE-2];
        else         
            always@(posedge clk)
                c_grand[i] <= c_grand[i-1] + add[i+1].c[SIZE-i-1];        
    end
end
endgenerate
endmodule
```
**design/flow/run.sh**
```bash
#!/bin/bash
# OpenROAD 26Q1-2900-gdf79404cd8, Yosys 0.63+post, stock flow scripts
make -C /OpenROAD-flow-scripts/flow DESIGN_CONFIG=/design/flow/config.mk WORK_HOME=/design/flow/orfs finish
```
==> results.cfg <==
; implementation run metrics
[yosys]
synth_cell_types = 5
syn_avg_cell_area_um2 = 17.17
synth.area.top_cells = dfxtp_1 75%, ha_1 23%, xor2_1 1.0%
top_area_cell = dfxtp_1
yosys_warnings = 30
synthArstFlopShare_pct = 0
yosys-stat-cells = 1586
ys_chip_area_um2 = 27240
top_cell = dfxtp_1
ys_ff = 1024
netlist_instances = 1586
edf_count = 0
synthTopCellsByCount = 1024 x dfxtp_1, 496 x ha_1, 33 x buf_4, 32 x xor2_1, 1 x conb_1
syn_area_um2 = 27240
top_cell_area_share_pct = 75.26
ys_seq_share_pct = 75.26
yosys_most_used_dff = dfxtp_1

[place]
gp_congestion = 0.6901
post-place-ws_ns = -0.1364
place_area_um2 = 29420
dp.cells = 2825
numPortBuffers = 96
dp_hpwl_um = 16800

[cells_and_area]
final_util_pct = 36.35
fin_cells = 3003
n_fill_cell = 8414
drive_above_1_share_pct = 10.29
design_area_um2 = 32720
areaGrowthSynthToFinish_pct = 20.13

[sta]
finalHoldViolCount = 0
drv_slew = 0
grt_setup_unrepaired = true
hold_ws_ns = 0.1314
fin_crit_ns = 1.282
finalSetupTns_ns = -7.593
fmax_mhz = 779.8
finalCritPeriodShare_pct = 128.2
setup_violations = 32
clock_skew_ns = 0.05145
fin_ws_ns = -0.2824

[run]
warnings = 28
maxCapViolCount = 0

[setup_path]
crit_path_max_incr_delay_ns = 0.32
worstPathCellList = buf_2
cp_slowest_cell = dfxtp_2
critPathCaptureType = output port
setup.worst_path.start_class = flop
worstSetupPathType = reg2out
r2r-start = genblk0.add[0].s[27]$_DFF_P_
arrival_ns = 1.08
crit_start = genblk0.add[0].s[0]$_DFF_P_
critPathTopFamily = flip-flops
worstPathRequired_ns = 0.80
critPathMaxFanout = 1
path_buffers = 1

[clock_network]
cts_setup_buffers = 0
root_buffer = clkbuf_16
clock_latency_ns = 0.66
htreeDepth = 3
clock-sinks = 1024
clk_path_buf_depth = 3
post_cts_resized = 99
cts_tree = yes
numCtsBuffers = 100
clk_pin_slew_ns = 0.06
ctsHoldBuffers = 0

[die]
initCoreUtil_pct = 30.26
fp.coreArea_um2 = 90010
rows = 110
chip_area_um2 = 92000
die_w_um = 303.3
fp.dieH_um = 303.3
io_pins = 98

[global_routing]
antenna_found_initial = 2
grt_max_degree = 18
gr-total-overflow = 0
grt_first_pass_wirelength_um = 50280
grtUsageTotal_pct = 6.933
grt_pass1_vias = 11210

[run_status]
violations = setup timing
status = finished with violations

[pwr]
p_int_mw = 72.88
pwr-share-comb_pct = 4.1
switching_power_mw = 18.89
total_leakage_power_nw = 15.13
seqPwrFrac_pct = 54.5
swShare_pct = 20.58
pwr-share-clk_pct = 41.3
power_mw = 91.77
ir_worst_vdd_mv = 1.763
power.density_nw_per_um2 = 2805

[min_path]
hold_class = in2reg
min_from = b[10]

[routing]
wl_per_cell_um = 9.683
postRouteAntennaNets = 0
viasPerCell = 3.728
drtIter0Drc = 260
routed_wl_um = 29080
drc_errors = 0
vias = 11190
diodes = 0
first_pass_iters = 4
==> cells in the final DEF, fill, tap and decap left out, drive strengths merged <==
master and n:
clkinv 12, buf 32, conb 1, dfxtp 1024, bufinv 10, clkinvlp 4
clkbuf 147, ha 496, clkdlybuf4s50 64, inv 5, xor2 32
==> metal layers <==
layer  wire, um  global-route usage (%)  part of all wire [%]
met1      12240                   8.450                    42
met2      13140                   10.96                    45
met3       2555                   3.048                   8.8
met4       1115                   2.619                   3.8
met5         27                       0                 0.093
==> state kept, by name, indices dropped and copies added, names as in the netlist <==
register	flops
genblk0.add.c	496
genblk0.add.s	528
==> cells by family after synthesis <==
group,count (synthesis),synth area share [%]
flops,1024,75.26
fa+ha+maj,496,22.78
buf+inv,33,0.9096
xor+xnor,32,1.029
other cells,1,0.01377
==> cell type report <==
cell class                 count  area [um^2]  share of cell area [%]
sequential                  1024        20500                   62.66
timing repair buffer          96        800.8                   2.447
tap                         1176         1471                   4.497
multi-input combinational    529         6490                   19.83
clock buffer                 147         2900                   8.864
clock inverter                31        554.3                   1.694
==> final timing paths <==
kind	end	slack (ns)	cells after the start
worst max-delay path	q[0]	-0.28	1
worst min-delay path	genblk0.add[0].s[10]$_DFF_P_	0.13	2
worst max register to register	genblk0.add[1].s[26]$_DFF_P_	0.19	1
worst min register to register	genblk0.add[7].s[15]$_DFF_P_	0.39	1
==> power by group through the flow <==
stage	sequential [mW]	combinational, mW	clock (mW)
finish	50.1	3.79	37.9
global route	50.8	5.14	41.2
CTS	50.2	4.20	39.5
Power and IR drop assume default switching activity.
